File: flow/config.mk
export PLATFORM = sky130hd
export DESIGN_NAME = main
export DESIGN_NICKNAME = main
export VERILOG_FILES = /design/flow/design.v
export SDC_FILE = /design/flow/constraint.sdc
export NUM_CORES = 4
export LEC_CHECK = 1
export CORE_UTILIZATION = 50
File: flow/constraint.sdc
current_design main

set clk_period 3.4
set clk_io_pct 0.2

create_clock -name clk0 -period $clk_period [get_ports {CLK_IN}]

set non_clock_inputs [all_inputs -no_clocks]
set_input_delay [expr $clk_period * $clk_io_pct] -clock clk0 $non_clock_inputs
set_output_delay [expr $clk_period * $clk_io_pct] -clock clk0 [all_outputs]
File: flow/design.v
module clock_gen_1MHz(
  input clock_in,
  output clock_out);
  reg [5:0] counter_1MHz;
  parameter period_1Mhz = 6 - 1;
  reg CLK_1MHz;
  always @(posedge clock_in)
  begin
    counter_1MHz <= counter_1MHz + 1;
    if(counter_1MHz == period_1Mhz)
    begin
      CLK_1MHz <= ~CLK_1MHz;
      counter_1MHz <= 4'b0;
    end
  end
  assign clock_out = CLK_1MHz;
endmodule
module clock_gen_1Hz(
  input clock_in,
  output clock_out);
  reg [20:0] counter_1Hz;
  parameter period_1Hz = 500000 - 1;
  reg CLK_1Hz;
  always @(posedge clock_in)
  begin
    counter_1Hz <= counter_1Hz + 1;
    if(counter_1Hz == period_1Hz)
    begin
      CLK_1Hz <= ~CLK_1Hz;
      counter_1Hz <= 19'b0;
    end
  end
  assign clock_out = CLK_1Hz;
endmodule
module main(
  input   CLK_IN,
  output  J3_3,
  output  J3_4,
  output LED5);
  wire CLK_1MHz;
  wire CLK_1Hz;
  reg sending = 0;
  reg out = 0;
  reg [31:0] data = 32'b11110000111100001111000011110000;
  reg [29:0] syncFrame = 30'b111111111111111000100000000000;
  reg [18:0] dataHeader = 19'b1111111111111110010;
  reg [18:0] resetFrame = 19'b1111111111111110100;
  parameter syncFrame_bits = 30 - 1;
  parameter dataHeader_bits = 19 - 1;
  parameter resetFrame_bits = 19 - 1;
  reg [7:0] bitIndex = syncFrame_bits;
  reg [9:0] delayCounter = 10'b0;
  localparam  STATE_DELAY       = 4'd0;
  localparam  STATE_SYNC        = 4'd1;
  localparam  STATE_RESET       = 4'd2;
  localparam  STATE_DATA_HEADER = 4'd3;
  localparam  STATE_DATA        = 4'd4;
  reg [3:0] state = STATE_SYNC;  
  reg [3:0] nextState = 3;
  reg [38:0] led_data = 39'b011111111111101111111111110111111111111;
  parameter data_bits = 39 - 1;
  reg [2:0] led_index = 3'b0;
  parameter leds = 3;
  reg color = 0;
  reg pause = 1;
  clock_gen_1MHz clock1MHz(CLK_IN,CLK_1MHz);
  clock_gen_1Hz clock1Hz(CLK_1MHz,CLK_1Hz);
  always @(posedge CLK_1MHz) begin
    if (state == STATE_DELAY) begin
      sending <= 0;
      delayCounter <= delayCounter + 1;
      if(delayCounter == 999) begin
        delayCounter <= 0;
        state <= nextState;
      end
    end else if (state == STATE_SYNC) begin
      out <= syncFrame[bitIndex];
      sending <= 1;
      if(bitIndex == 0)
      begin
        bitIndex <= syncFrame_bits;
        nextState <= STATE_DATA_HEADER;
        state <= STATE_DELAY;
      end else begin
        bitIndex <= bitIndex - 1;
      end
    end else if (state == STATE_RESET) begin
      out <= resetFrame[bitIndex];
      sending <= 1;
      if(bitIndex == 0)
      begin
        bitIndex <= resetFrame_bits;
        nextState <= STATE_DATA_HEADER;
        state <= STATE_DELAY;
      end else begin
        bitIndex <= bitIndex - 1;
      end
    end else if (state == STATE_DATA_HEADER) begin
      out <= dataHeader[bitIndex];
      sending <= 1;
      if(bitIndex == 0) begin
        bitIndex <= data_bits;
        state <= STATE_DATA;
      end else begin
        bitIndex <= bitIndex - 1;
      end
    end else if (state == STATE_DATA) begin
      sending <= 1;
      if (pause != 0) begin
        out <= led_data[bitIndex];
      end else begin
        out <= 0;
      end
      if(bitIndex == 0) begin
        if(led_index == leds) begin
          bitIndex <= dataHeader_bits;
          nextState <= STATE_DATA_HEADER;
          state <= STATE_DELAY;
          led_index <= 0;
        end else begin
          bitIndex <= data_bits;
          led_index <= led_index + 1;
        end
      end else begin
        bitIndex <= bitIndex - 1;
      end
    end
  end
  always @(posedge CLK_1Hz) begin
    color <= ~color;
    if(color == 0) begin
      led_data <= 39'b000000000000001111111111110000000000000;
    end else begin
      led_data <= 39'b011111111111100000000000000000000000000;
    end
  end
  assign J3_3 = CLK_1MHz;
  assign J3_4 = (out ^ ~CLK_1MHz) & sending;
endmodule
File: flow/run.sh
#!/bin/bash
# OpenROAD 26Q1-2900-gdf79404cd8, Yosys 0.63+post, stock flow scripts
make -C /OpenROAD-flow-scripts/flow DESIGN_CONFIG=/design/flow/config.mk WORK_HOME=/design/flow/orfs finish
==> notes.md <==
Main metrics from the flow reports.

The smallest clock period supported by the final layout is computed as approximately 2.3 ns. The total power per unit cell area is 62.4 mW/mm2. Of all nets on the critical path, the largest fanout is about 55. The number of antenna violations at the first check in global routing came out at 0. In the final run the clock tree shows a worst skew of 0.00232 ns. Sequential cells account for between 40% and 50% of the total power. The capture point of the critical path was reported as J3_3. The detail route stage leaves a number of antenna-violating nets equal to 0. Entering global routing, the biggest net connects 56 pins.

The startpoint of the most critical register-to-register path is clock1MHz.counter_1MHz[0]. The run finished with clean final reports. The share of power burned in the clock network came out at around 60%. Measured along the y axis, the die boundary spans between 80 and 90 um. The maximum cell stage delay along the critical path came out at 0.55 ns.

The number of register bits inferred by synthesis is between 60 and 70. In the final routed layout, each cell accounts on average for 13.7 um. The area figure in the yosys stat output is 0.00317 mm2.

After synthesis, the cell types taking the most area are sky130_fd_sc_hd__edfxtp_1, sky130_fd_sc_hd__dfxtp_1, sky130_fd_sc_hd__xnor2_1, sky130_fd_sc_hd__nor2_1, sky130_fd_sc_hd__xor2_1. The slew of the pin with the lowest slew margin is between 0.7 and 0.8 ns. The timer found 57 register pins that no clock reaches; their paths are not timed. The die footprint is 0.00666 mm2.

The flow reports an fmax of around 440 MHz. The net switching power in the latest report is 0.0412 mW. The maximum count of clock buffers along a single path is 2.

The number of global-route vias before repair is slightly below 2000. The residual DRC count is 0. Setup repair after global routing left no endpoint under its margin. Global route summary, busiest routing layer listed as met1. The growth of design area from synthesis to finish came out at 3.67%. The async set or reset register ratio after synthesis came out at 0%. Tracing the worst setup path back leads to its startpoint at clock1MHz.CLK_1MHz. The share of the core filled with cells in the final layout came out at between 50% and 60%. The first global-routing pass estimated around 9100 um of wire.

The routed layout has ~2100 vias. The placed wire-length estimate after detailed placement came out at ~3700 um. TritonCTS built the clock tree.

The DRC marker count from the first detailed-route iteration is 95. Cells with a size suffix above 1 make up 7.24% of the layout. The sequential area share after synthesis is ~51%.

The primary flip-flop cell chosen by synthesis mapping is sky130_fd_sc_hd__edfxtp_1. The total overflow reported by the global router came out at 0. The total length of routed wires is a little over 5000 um. The reg-to-reg setup timing slack is roughly 2.2 ns.

The power report shows net switching accounting for around 20% of the total. The worst setup path is captured at an output pin. The static leakage power is 1.18 nW. Looking at the clock tree report, the root buffer type is sky130_fd_sc_hd__clkbuf_8.

The count of cells along the worst hold path is 1. The total number of warnings across the stage logs came out at 27. After synthesis, the largest area contributor takes up 30.3% of total cell area. For reference, the most critical setup path is categorized as reg -> out.

The total routing resource utilization after global routing came out at between 15 and 20%. The cell family contributing the most delay on the critical path is buffers and inverters. The post-synth tally of flip-flops with integrated enable is 32. The data required time reported for the critical path is about 2.7 ns. The final tally of setup violations came out at 0.

The TritonCTS buffer count is 3. The kind of start point of the critical path is a register. For met3 alone, demand over resource in global routing was ~3.6%. The number of different library cells used by synthesis comes to 58. The number of diodes added for antenna fixing is 0.

The post-CTS setup repair buffer count is 0. The analysis reports a worst IR drop on VDD of around 0.22 mV. The combinational cell fraction of total power is less than 1%. The worst slew margin relative to its limit came out at around half.

The count of cells resized by post-cts repair came out at 0. The total of buffers placed on input and output ports is 2. The starting density of the core is 52.6%. The final max-slew violation count recorded for this run is 0. For reference, the critical path cell chain is buf_4, clkdlybuf4s50_1.

According to the hold report, the worst path is of the reg -> reg type. In this run the count of I/O pins placed on the die edge is 4. The number of cells in Yosys stat came out at slightly above 300. In the global route stage, met2 resource usage came out at between 20 and 30%.

The warning count from the yosys run is 4. The insertion delay of the later-clocked pin in the worst-skew pair is 0.23 ns. The met1 demand-to-capacity share in global routing came out at 29.9%.

The die boundary width is around 82 um. The core footprint is roughly 0.006 mm2. The weighted congestion at the end of routability-driven global placement came out at just over 0.8.

The count of endpoints without a timing constraint came out at just under 90. In the final report, the number of hold violations comes to 0. The sum of negative setup slack is 0 ns. On the final layout, the worst hold slack is roughly 0.46 ns. The floorplan has 28 rows. The mapped netlist covers about 0.0032 mm2.

The number of iterations in the first detailed-routing pass came out at 4. Dividing the detail-routed via count by the number of cells gives between 5 and 6. The internal power consumption came out at 0.164 mW. Per the post-run analysis, buffers plus inverters along the critical path come to 2. The number of buffers added to fix hold violations after cts is 0. The arrival time at the worst endpoint came out at 1.58 ns.

The synthesized netlist cell count came out at 306. The final cycle utilization of the critical path came out at between 60% and 70%. The critical path's slowest cell is sky130_fd_sc_hd__clkdlybuf4s50_1. Per the CTS log, the maximum H-tree level is 1. The top cell type by total area after synthesis is sky130_fd_sc_hd__edfxtp_1. The count of cell instances traversed by the critical path is 2. The clock transition time at the flip-flop clock pins of the worst setup and hold paths is approximately 0.050 ns. The number of max-cap violations came out at 0. The worst register-to-register path ends at clock1MHz.CLK_1MHz. The average cell area after synthesis came out at between 10 and 15 um2. The worst-case reg-to-reg path depth is 2.
per-stage QoR:
stage | instances | total power, mW | worst slack [ns] | area, um2
after floorplan | 307 | 0.0864 | 1.49 | 3170
after global placement | 375 | 0.0857 | 1.38 | 3240
final | 379 | 0.205 | 1.14 | 3280
after global routing | 379 | 0.214 | 1.04 | 3280
after CTS | 379 | 0.208 | 1.12 | 3280
after detailed placement | 375 | 0.0857 | 1.38 | 3240
routing by layer:
metal  wire length [um]  up-vias
li1                   -     1094
met1               2700      962
met2               2340       37
met3                157        0
met4                  0        0
met5                  0        -
sequential cells by signal, summed over array words and instances (netlist names):
signal                  cells
nextState                   4
bitIndex                    8
sending                     1
clock1Hz.counter_1Hz       21
clock1MHz.counter_1MHz      6
led_data                    3
clock1MHz.CLK_1MHz          1
out                         1
clock1Hz.CLK_1Hz            1
led_index                   3
state                       4
color                       1
delayCounter               10
cells in the final DEF, fill, tap and decap left out, types with 3 or more instances in the layout:
cell                       count
sky130_fd_sc_hd__edfxtp_1     32
sky130_fd_sc_hd__dfxtp_1      32
sky130_fd_sc_hd__nor2_1       30
sky130_fd_sc_hd__nand2_1      20
sky130_fd_sc_hd__xnor2_1      18
sky130_fd_sc_hd__nand3_1      18
sky130_fd_sc_hd__xor2_1       12
sky130_fd_sc_hd__inv_1        11
sky130_fd_sc_hd__o21ai_0      10
sky130_fd_sc_hd__a21oi_1       9
sky130_fd_sc_hd__and3_1        9
sky130_fd_sc_hd__ha_1          8
sky130_fd_sc_hd__nor3_1        7
sky130_fd_sc_hd__nand2b_1      5
sky130_fd_sc_hd__and2_1        5
sky130_fd_sc_hd__nor4b_1       4
sky130_fd_sc_hd__nor2b_1       4
sky130_fd_sc_hd__nor4_2        3
sky130_fd_sc_hd__nand4b_1      3
sky130_fd_sc_hd__a31oi_1       3
sky130_fd_sc_hd__nor4_1        3
sky130_fd_sc_hd__nand4_1       3
sky130_fd_sc_hd__or3_1         3
sky130_fd_sc_hd__clkbuf_8      3
how the worst min path moves through the flow:
stage	start	to	slack, ns
6_report	clock1MHz.counter_1MHz[5]	clock1MHz.counter_1MHz[5]	0.46
5_1_grt	clock1MHz.counter_1MHz[5]	clock1MHz.counter_1MHz[5]	0.48
4_1_cts	clock1MHz.counter_1MHz[5]	clock1MHz.counter_1MHz[5]	0.46
power by group through the flow:
stage | Combinational (mW) | Clock [mW] | Sequential (mW)
after CTS | 0.000122 | 0.124 | 0.0840
after global routing | 0.000187 | 0.130 | 0.0839
final | 0.000103 | 0.121 | 0.0841
cells by family (layout without fill, tap and decap cells):
| logic type | Yosys count | count (layout) | share of synthesized area, % |
|---|---|---|---|
| simple gates | 135 | 135 | 24.6 |
| flops | 64 | 64 | 50.6 |
| buf+inv | 22 | 19 | 3.28 |
| mux | 3 | 3 | 0.987 |
| xor+xnor | 30 | 30 | 8.29 |
| other cells | 1 | 2 | 0.118 |
| fa+ha+maj | 8 | 8 | 3.16 |
| compound gates | 43 | 43 | 9.00 |
cell usage after synthesis (4+ instances only):
| library cell | number |
|---|---|
| sky130_fd_sc_hd__nand2b_1 | 5 |
| sky130_fd_sc_hd__nor2_1 | 30 |
| sky130_fd_sc_hd__dfxtp_1 | 32 |
| sky130_fd_sc_hd__a21oi_1 | 9 |
| sky130_fd_sc_hd__ha_1 | 8 |
| sky130_fd_sc_hd__and2_1 | 5 |
| sky130_fd_sc_hd__nor2b_1 | 4 |
| sky130_fd_sc_hd__and3_1 | 9 |
| sky130_fd_sc_hd__o21ai_0 | 10 |
| sky130_fd_sc_hd__inv_1 | 11 |
| sky130_fd_sc_hd__xor2_1 | 12 |
| sky130_fd_sc_hd__nand3_1 | 18 |
| sky130_fd_sc_hd__edfxtp_1 | 32 |
| sky130_fd_sc_hd__nor4b_1 | 4 |
| sky130_fd_sc_hd__nor3_1 | 7 |
| sky130_fd_sc_hd__buf_2 | 5 |
| sky130_fd_sc_hd__nand2_1 | 20 |
| sky130_fd_sc_hd__xnor2_1 | 18 |
layout make-up:
type / instances / area, um2
Clock buffer: 3 / 41.3
Timing Repair Buffer: 4 / 35.0
Sequential cell: 64 / 1600
Tap cell: 75 / 93.8
Multi-Input combinational cell: 221 / 1470
Clock inverter: 1 / 5.00
Inverter: 11 / 41.3
Fill cell: 524 / 2740
worst register-to-register path, delay by kind of cell, from the launching register on:
family / cells / cell delay [ns]
adders and majority gates: 1 / 0.16
DFF: 1 / 0.38
and+or+nand+nor: 1 / 0.32
Power and IR drop assume default switching activity.
